==> flow/design.v <==
`timescale 1ns/1ps
module coffee(
	input RST, CLK, C_IN, B_IN,
	output reg BAL, COFF
);
	localparam  COUNTER = 2'b00,
			C_25 = 2'b01,
			C_50 = 2'b10;
	reg [1:0] STATE;
	always @(posedge CLK)
		begin
			if(RST==1)
				STATE <= COUNTER;
			else
				begin
					case(STATE)
					COUNTER:begin
						COFF <= 0;
						BAL <= 0;
						if(C_IN ==1)
							STATE <= C_25;
						else if (B_IN == 1) 
							begin
								STATE <= COUNTER;
								BAL <= 1;
								COFF <= 1;
							end
						else
							STATE <= COUNTER;
					end
					C_25 : begin
						COFF <= 0;
						BAL <= 0;
						if(C_IN ==1)
							STATE <= C_50; 
						else
							STATE <= C_25;
					end
					C_50 : begin
						COFF <= 0;
						BAL <= 0;
						if(C_IN ==1)
						begin
							STATE <= COUNTER;
							COFF <= 1;
						end
						else
							STATE <= C_50;
					end
					default:
						STATE <= COUNTER;
				endcase
			end
		end
endmodule		
==> flow/run.sh <==
#!/bin/bash
# OpenROAD 26Q1-2900-gdf79404cd8, Yosys 0.63+post, stock flow scripts
make -C /OpenROAD-flow-scripts/flow DESIGN_CONFIG=/design/flow/config.mk WORK_HOME=/design/flow/orfs finish
==> flow/config.mk <==
export PLATFORM = sky130hd
export DESIGN_NAME = coffee
export DESIGN_NICKNAME = coffee
export VERILOG_FILES = /design/flow/design.v
export SDC_FILE = /design/flow/constraint.sdc
export NUM_CORES = 4
export LEC_CHECK = 1
export CORE_AREA = 10 10 70 70
export DIE_AREA = 0 0 80 80
==> flow/constraint.sdc <==
current_design coffee

set clk_period 1.8
set clk_io_pct 0.2

create_clock -name clk0 -period $clk_period [get_ports {CLK}]

set non_clock_inputs [all_inputs -no_clocks]
set_input_delay [expr $clk_period * $clk_io_pct] -clock clk0 $non_clock_inputs
set_output_delay [expr $clk_period * $clk_io_pct] -clock clk0 [all_outputs]
==> GITHUB_STEP_SUMMARY <==
## PnR job results

| Metric | Value |
|---|---|
| Int Power | 0.232 mW |
| Critical path class | register to primary output |
| Init Core Util | 6.37% |
| Avg Inst Size Synth | 12.8 µm² |
| Layout Skew | 0.00289 ns |
| HP Class | register to register |
| GR Overflow Total | 0 |
| Vias/cell | 2.07 |
| Vias in the first global route | approximately 130 |
| Worst path buffer plus inverter count | 1 |
| Die width | around 80 µm |
| Non-filler cells, final | approximately 71 |
| Post-CTS Resized | 0 |
| CTS Buffer Depth | 2 |
| Leakage Power | 0.123 nW |
| Nature of the critical path startpoint | register |
| RSZ-0062 raised after global routing | false |
| Clock Latency Late Sink | between 0.2 and 0.25 ns |
| Critical path data required time | 1.44 ns |
| # diodes | 0 |
| Gpl congestion | 0.752 |
| CTS clk-pin slew, worst paths | 0.04 ns |
| Sequential Area | about 120 µm² |
| Cells after Synth | 17 |
| Post-synth seq share | between 50% and 60% |
| Crit path arrival time | 1.01 ns |
| Worst Path Max Fanout | 1 |
| Pwr per Cell Area | 858 nW/µm² |
| CTS hold repair buffers | 0 |
| Final Hold Viols | 0 |
| Largest stage delay on the critical path | 0.46 ns |
| Drt drc | 0 |
| Total CTS buffers | 3 |
| Site row count | 21 |
| Worst setup EP type | primary output |
| Minimum clock period | between 1 and 1.5 ns |
| Switching pwr | between 0.05 and 0.06 mW |
| Synthesis area per yosys | between 200 and 250 µm² |
| # clock sinks | 5 |
| First-pass GRT wire length | 558 µm |
| CTS tree | done |
| Gate Area | 86.3 µm² |
| Die height | 80 µm |
| Crit path max-delay cell type | clkdlybuf4s50_1 |
| Commonest non-fill, non-tap cells in the layout | clkdlybuf4s50_1 (5), nor2_1 (4), dfxtp_1 (3), clkbuf_4 (3) |
| Flop pwr share | 45.8% |
| Core ar. | 3420 µm² |
| Final slew viol count | 0 |
| Die ar. | ~6400 µm² |
| H-tree levels | 1 |
| Slew @ Worst Pin | 0.314 ns |
| Setup TNS | 0 ns |
| Cell Type Count | 10 |
| Final WL | 366 µm |
| Global router's overall resource usage | 1.16% |
| Post-CTS Repair Setup Buffers | 0 |
| Top Family by Delay on Critical Path | buffers and inverters |
| Endpoints failing setup | 0 |
| DP Wirelength | 282 µm |
| Ratio of cells with drive above 1 in the final layout | 16.0% |
| Router iterations before antenna repair | 2 |
| Synth warn | 1 |
| Yosys cell count | 17 |
| IO Count | 6 |
| Area grow syn2layout | 56.3% |
| Routed len/inst | 5.15 µm |
| Crit-path cells | clkdlybuf4s50_1 |
| Sw frac | 20.5% |
| FMAX | 731 MHz |
| Port Buffer Count | 5 |
| Period utilization | 76.0% |
| Clock Power Share | 43.4% |
| Yosys reg bits | 5 |
| Max IR drop VDD | ~0.17 mV |
| Netlist Area Pre-Place | 218 µm² |
| Via count | between 100 and 150 |
| Slew headroom | about four fifths |
| Initial antenna violation count | 0 |
| Final ANT Viol Nets | 0 |
| Power share of the combinational group | about 11% |
| OpenROAD warnings | 25 |
| Drt first-iter violations | 6 |
| DP Cell Count | 67 |
| CTS Root Cell | clkbuf_4 |
| Largest net degree at the start of global routing | 7 |
| Outcome | finished, final reports clean |
| Filler cells | 401 |
| Max-cap violations | 0 |
| Most frequent logic cell in the layout | clkdlybuf4s50_1 |
==> routing by layer <==
layer / global-route usage, % / routed length, µm
met1: 1.34 / 176
met2: 1.36 / 116
met3: 1.36 / 72
met4: 0.176 / 0
met5: 0 / 0
==> state kept, by name, summed over array words and instances, names as in the netlist <==
| register | count |
|---|---|
| STATE | 3 |
| COFF | 1 |
| BAL | 1 |
==> kinds of logic after synthesis <==
kind of cell | count (synthesis) | share of synthesized area [%]
simple gates | 7 | 23.0
flops | 5 | 55.2
buf+inv | 1 | 5.17
compound gates | 2 | 7.47
mux | 2 | 9.20
==> path summary, 6_finish.rpt <==
path,cells after the start,start,endpoint,slack (ns)
worst max register to register,2,STATE[1]$_DFF_P_,BAL$_SDFFCE_PP0P_,0.85
worst max-delay path,1,BAL$_SDFFCE_PP0P_,BAL,0.43
worst min-delay path,2,STATE[0]$_DFF_P_,STATE[2]$_DFF_P_,0.53
worst min register to register,2,STATE[0]$_DFF_P_,STATE[2]$_DFF_P_,0.53
==> through the flow <==
stage	utilization (%)	setup slack, ns	power, mW	hold WS (ns)	instance area [µm²]
2_1_floorplan	-	0.856	0.153	0.432	218
3_3_place_gp	9.19	0.293	0.167	0.501	314
3_5_place_dp	9.19	0.292	0.167	0.520	314
4_1_cts	9.96	0.414	0.300	0.533	340
5_1_grt	9.96	0.388	0.313	0.576	340
6_report	9.96	0.433	0.292	0.530	340
==> synthesized netlist by cell type (all sizes together) <==
cell,number,share of area [%]
nor2,4,6.9
dfxtp,3,28
edfxtp,2,28
mux2i,2,9.2
a211o,1,4.0
a21o,1,3.4
buf,1,5.2
nor2b,1,2.9
nor3,1,2.3
nor4b,1,11
==> power groups by stage <==
stage	registers (mW)	logic, mW	clock network (mW)
CTS	0.134	0.0318	0.134
global route	0.134	0.0341	0.144
finish	0.134	0.0314	0.127
==> area by class of cell <==
type                       count  area share [%]
tap                           46            16.9
multi-input combinational     11            25.4
clock buffer                   4            7.72
timing repair buffer           5            14.7
sequential                     5            35.3
Power and IR drop assume default switching activity.
